<file path="./config.mk">
export PLATFORM = sky130hd
export DESIGN_NAME = md5
export DESIGN_NICKNAME = md5
export VERILOG_FILES = /design/flow/design.v
export SDC_FILE = /design/flow/constraint.sdc
export NUM_CORES = 4
export LEC_CHECK = 1
export CORE_UTILIZATION = 40
</file>
<file path="./constraint.sdc">
current_design md5

set clk_period 58.6
set clk_io_pct 0.2

create_clock -name clk0 -period $clk_period [get_ports {clk}]

set non_clock_inputs [all_inputs -no_clocks]
set_input_delay [expr $clk_period * $clk_io_pct] -clock clk0 $non_clock_inputs
set_output_delay [expr $clk_period * $clk_io_pct] -clock clk0 [all_outputs]
</file>
<file path="./design.v">
`timescale 1ns / 1ps
module md5(input clk, 			          
           input start,			  
	       input [7:0] data_in, 			  			  	
		   output reg [127:0] digest, 
		   output reg valid);
	reg [1:0] round;  
	reg [3:0] phase;  
	reg [7:0] message[63:0];
	reg [31:0] group[15:0];
	reg [511:0] padded_message = 512'b0;  
	reg [127:0] word;
	reg [127:0] next_word;
	reg [127:0] out;
	reg [31:0] temp_output[3:0];  
	reg [31:0] reordered_output[3:0];  
	reg [3:0] p_s;  
    reg [3:0] n_s = 1;  
	reg [31:0] a; 
	reg [31:0] b;
    reg [31:0] c;
    reg [31:0] d;
	reg [31:0] F_res;  
	reg [31:0] round_result;
    reg [3:0] K;
	reg [31:0]T;
	reg [4:0] S;
	reg [5:0] len = 6'b0;  
	reg [7:0] total_len;  
	reg [6:0] i = 7'b0; 
	reg [5:0] j = 6'b0; 
	reg [6:0] k = 7'b0;  
initial 
begin
   for(i = 0; i < 64; i=i+1)
	  message[i][7:0] = 8'b0;
end
always @ (posedge clk) 
begin        
   p_s = n_s;
   case(p_s)	
	1: 
	 begin      
	   round = 2'd0;
	   phase = 4'd0;	
	   valid = 1'b0;	
	   word  = {32'h67452301, 32'hefcdab89, 32'h98badcfe, 32'h10325476};
	   digest = 128'd0;
	    if(start)  
	    begin
	       if(data_in != "=")
	       begin
		      message[len] = data_in;
		      len = len+1;	
	       end
	       else  
	       begin		
              message[len] = 8'h80;  
		      total_len = len*8;  
		      n_s = 2;
	       end
	    end			
	 end	 
	 2:
	 begin
	    if(j < 6'd16)
	    begin
		  group[j][7:0] = message[k];
		  group[j][15:8] = message[k+1];
		  group[j][23:16] = message[k+2];
		  group[j][31:24] = message[k+3];
		  k = k + 4;
		  j = j + 1;
		  n_s = 2;
	    end
	    else
	    begin
		  j = 0; k = 0;
		  group[14] = total_len;
		  padded_message = {group[0],group[1],group[2],group[3],group[4],group[5],
		                    group[6],group[7],group[8],group[9],group[10],group[11],
							group[12],group[13],group[14],group[15]};
		  n_s = 3;			
	    end
	 end
	3:				
	 begin			
		 a = word[127:96];
		 b = word[95:64];
		 c = word[63:32];
		 d = word[31:0];
		 case(round)				 
			2'b00: F_res = ((b & c) | (~b & d)); 
			2'b01: F_res = ((b & d) | (c & ~d)); 
			2'b10: F_res = (b ^ c ^ d); 
			2'b11: F_res = (c ^ (b | ~d)); 
		 endcase
		 n_s = 4;
	  end
	 4:
	  begin
		  case({round, phase})
			6'b00_0000: K <= 4'd0; 
			6'b00_0001: K <= 4'd1; 
			6'b00_0010: K <= 4'd2; 
			6'b00_0011: K <= 4'd3; 
			6'b00_0100: K <= 4'd4; 
			6'b00_0101: K <= 4'd5; 
			6'b00_0110: K <= 4'd6; 
			6'b00_0111: K <= 4'd7; 
			6'b00_1000: K <= 4'd8; 
			6'b00_1001: K <= 4'd9; 
			6'b00_1010: K <= 4'd10; 
			6'b00_1011: K <= 4'd11; 
			6'b00_1100: K <= 4'd12; 
			6'b00_1101: K <= 4'd13; 
			6'b00_1110: K <= 4'd14; 
			6'b00_1111: K <= 4'd15; 
			6'b01_0000: K <= 4'd1; 
			6'b01_0001: K <= 4'd6; 
			6'b01_0010: K <= 4'd11; 
			6'b01_0011: K <= 4'd0; 
			6'b01_0100: K <= 4'd5; 
			6'b01_0101: K <= 4'd10; 
			6'b01_0110: K <= 4'd15; 
			6'b01_0111: K <= 4'd4; 
			6'b01_1000: K <= 4'd9; 
			6'b01_1001: K <= 4'd14; 
			6'b01_1010: K <= 4'd3; 
			6'b01_1011: K <= 4'd8; 
			6'b01_1100: K <= 4'd13; 
			6'b01_1101: K <= 4'd2; 
			6'b01_1110: K <= 4'd7; 
			6'b01_1111: K <= 4'd12; 
			6'b10_0000: K <= 4'd5; 
			6'b10_0001: K <= 4'd8; 
			6'b10_0010: K <= 4'd11; 
			6'b10_0011: K <= 4'd14; 
			6'b10_0100: K <= 4'd1; 
			6'b10_0101: K <= 4'd4; 
			6'b10_0110: K <= 4'd7; 
			6'b10_0111: K <= 4'd10; 
			6'b10_1000: K <= 4'd13; 
			6'b10_1001: K <= 4'd0; 
			6'b10_1010: K <= 4'd3; 
			6'b10_1011: K <= 4'd6; 
			6'b10_1100: K <= 4'd9; 
			6'b10_1101: K <= 4'd12; 
			6'b10_1110: K <= 4'd15; 
			6'b10_1111: K <= 4'd2; 
			6'b11_0000: K <= 4'd0; 
			6'b11_0001: K <= 4'd7; 
			6'b11_0010: K <= 4'd14; 
			6'b11_0011: K <= 4'd5; 
			6'b11_0100: K <= 4'd12; 
			6'b11_0101: K <= 4'd3; 
			6'b11_0110: K <= 4'd10; 
			6'b11_0111: K <= 4'd1; 
			6'b11_1000: K <= 4'd8; 
			6'b11_1001: K <= 4'd15; 
			6'b11_1010: K <= 4'd6; 
			6'b11_1011: K <= 4'd13; 
			6'b11_1100: K <= 4'd4; 
			6'b11_1101: K <= 4'd11; 
			6'b11_1110: K <= 4'd2; 
			6'b11_1111: K <= 4'd9; 
		 endcase
		 n_s = 5;
	 end
	5:
	 begin	   
		case( {round, phase} )
			6'b00_0000: T <= 32'hd76aa478;
			6'b00_0001: T <= 32'he8c7b756;
			6'b00_0010: T <= 32'h242070db;
			6'b00_0011: T <= 32'hc1bdceee;
			6'b00_0100: T <= 32'hf57c0faf;
			6'b00_0101: T <= 32'h4787c62a;
			6'b00_0110: T <= 32'ha8304613;
			6'b00_0111: T <= 32'hfd469501;
			6'b00_1000: T <= 32'h698098d8;
			6'b00_1001: T <= 32'h8b44f7af;
			6'b00_1010: T <= 32'hffff5bb1;
			6'b00_1011: T <= 32'h895cd7be;
			6'b00_1100: T <= 32'h6b901122;
			6'b00_1101: T <= 32'hfd987193;
			6'b00_1110: T <= 32'ha679438e;
			6'b00_1111: T <= 32'h49b40821;
			6'b01_0000: T <= 32'hf61e2562;
			6'b01_0001: T <= 32'hc040b340;
			6'b01_0010: T <= 32'h265e5a51;
			6'b01_0011: T <= 32'he9b6c7aa;
			6'b01_0100: T <= 32'hd62f105d;
			6'b01_0101: T <= 32'h02441453;
			6'b01_0110: T <= 32'hd8a1e681;
			6'b01_0111: T <= 32'he7d3fbc8;
			6'b01_1000: T <= 32'h21e1cde6;
			6'b01_1001: T <= 32'hc33707d6;
			6'b01_1010: T <= 32'hf4d50d87;
			6'b01_1011: T <= 32'h455a14ed;
			6'b01_1100: T <= 32'ha9e3e905;
			6'b01_1101: T <= 32'hfcefa3f8;
			6'b01_1110: T <= 32'h676f02d9;
			6'b01_1111: T <= 32'h8d2a4c8a;
			6'b10_0000: T <= 32'hfffa3942;
			6'b10_0001: T <= 32'h8771f681;
			6'b10_0010: T <= 32'h6d9d6122;
			6'b10_0011: T <= 32'hfde5380c;
			6'b10_0100: T <= 32'ha4beea44;
			6'b10_0101: T <= 32'h4bdecfa9;
			6'b10_0110: T <= 32'hf6bb4b60;
			6'b10_0111: T <= 32'hbebfbc70;
			6'b10_1000: T <= 32'h289b7ec6;
			6'b10_1001: T <= 32'heaa127fa;
			6'b10_1010: T <= 32'hd4ef3085;
			6'b10_1011: T <= 32'h04881d05;
			6'b10_1100: T <= 32'hd9d4d039;
			6'b10_1101: T <= 32'he6db99e5;
			6'b10_1110: T <= 32'h1fa27cf8;
			6'b10_1111: T <= 32'hc4ac5665;
			6'b11_0000: T <= 32'hf4292244;
			6'b11_0001: T <= 32'h432aff97;
			6'b11_0010: T <= 32'hab9423a7;
			6'b11_0011: T <= 32'hfc93a039;
			6'b11_0100: T <= 32'h655b59c3;
			6'b11_0101: T <= 32'h8f0ccc92;
			6'b11_0110: T <= 32'hffeff47d;
			6'b11_0111: T <= 32'h85845dd1;
			6'b11_1000: T <= 32'h6fa87e4f;
			6'b11_1001: T <= 32'hfe2ce6e0;
			6'b11_1010: T <= 32'ha3014314;
			6'b11_1011: T <= 32'h4e0811a1;
			6'b11_1100: T <= 32'hf7537e82;
			6'b11_1101: T <= 32'hbd3af235;
			6'b11_1110: T <= 32'h2ad7d2bb;
			6'b11_1111: T <= 32'heb86d391;
			default:    T <= 32'hxxxxxxxx;
		endcase
		n_s = 6;
	 end
	6:
	 begin
		case({round,phase[1:0]})
			4'b00_00: S <= 5'd7;
			4'b00_01: S <= 5'd12;
			4'b00_10: S <= 5'd17;
			4'b00_11: S <= 5'd22;
			4'b01_00: S <= 5'd5;
			4'b01_01: S <= 5'd9;
			4'b01_10: S <= 5'd14;
			4'b01_11: S <= 5'd20;
			4'b10_00: S <= 5'd4;
			4'b10_01: S <= 5'd11;
			4'b10_10: S <= 5'd16;
			4'b10_11: S <= 5'd23;
			4'b11_00: S <= 5'd6;
			4'b11_01: S <= 5'd10;
			4'b11_10: S <= 5'd15;
			4'b11_11: S <= 5'd21;
		endcase
		n_s = 7;
	  end
	 7:
 	  begin
			F_res = F_res + a + padded_message[480-32*K +: 32] + T;
			round_result = b + ((F_res << S) | (F_res >> (32-S)));
			next_word = {word[31:0], round_result, word[95:32]};				
			if( phase == 5'd15 ) 
			begin				
				if( round == 2'b11 )  
					n_s = 8;					
			   else
				begin				   
				   round = round + 2'd1;  
				   phase = 5'b0;
			       word = next_word;	
				   n_s = 3;
				end
			end		
			else
			begin
			   phase = phase + 4'd1;
			   n_s = 3;
			   word = next_word;	
			end			
	  end	 	 
	 8:
	  begin	      						
		   out = {next_word[127:96]+ 32'h67452301, 
			       next_word[95:64] + 32'hefcdab89,  
		           next_word[63:32] +32'h98badcfe, 
				   next_word[31:0]  +32'h10325476};						
		   k = 0; j = 0;
		   n_s = 9;
	  end
	 9:
	  begin
			temp_output[0] <= out[127:96];
			temp_output[1] <= out[95:64];
			temp_output[2] <= out[63:32];
			temp_output[3] <= out[31:0];
			n_s = 10;			
		end
	  10:
		begin
		   if(k < 4)
			begin
				reordered_output[k] = {temp_output[j][7:0],
									   temp_output[j][15:8],
									   temp_output[j][23:16],
									   temp_output[j][31:24]};
                k = k + 1;
			    j = j + 1;
			end
			else
			begin
				digest = {reordered_output[0], 
				          reordered_output[1], 
						  reordered_output[2], 
						  reordered_output[3]};
				valid = 1'b1;
			end
	  end			
	endcase							 
  end
endmodule
</file>
<file path="./run.sh">
#!/bin/bash
# OpenROAD 26Q1-2900-gdf79404cd8, Yosys 0.63+post, stock flow scripts
make -C /OpenROAD-flow-scripts/flow DESIGN_CONFIG=/design/flow/config.mk WORK_HOME=/design/flow/orfs finish
</file>
==> metrics.cfg <==
[placement]
numPlacedInstances=12100
port_buffers=138
dp_slack_ns=43.11
place.detailed.hpwl_um=546000
gpl.final_weighted_congestion=1.27

[yosys]
synthXorXnorAreaFrac=0.0184
synthesis.area_per_instance_um2=13.9
mux_area_frac=0.0411
ff_type=edfxtp_1
netlist.area_leader.share=0.654
synth_simple_gate_area_share=0.0951
netlist_area_um2=111000
async_flop_share=0
share_of_synthesized_cell_area_in_and_or_and_or_and_compound_cells=0.147
chip_area_line_of_the_yosys_report_um2=111000
synthDominantAreaCellType=edfxtp_1
numSynthFlops=2417
yosys-dominant-comb-family=AND-OR/OR-AND gates
post_synth_fa_ha_maj_area_fraction=0.0268
postSynthCellCount=8006
yosys-stat-cells=8006
number_of_warnings_issued_by_yosys=5
ys_top_cells_by_area=edfxtp_1, a22oi_1, mux4_2
yosys.cell_types.count=116
ys_seq_frac=0.654
enable_flop_cells=2417

[clock_tree]
cts.hold.buffers_added=0
numCtsBuffers=236
cts.repair_timing.setup_buffer_count=0
cts_resized=0
clock_path_buffers=4
clock_root_cell=clkbuf_16
clock_sinks=2417
htree_num_levels=4

[global_routing]
maximum_number_of_pins_on_one_net_before_global_route_repair=132
grt_pass1_wl_um=1040000
gr-usage-all-layers=0.637
first_global_vias=99900
global_route.overflow_total=108

[floorplanning]
die_width_um=529
floorplan.initialDensity=0.402
die-height_um=529
ios=139
placement_rows=193

[run_status]
haltStage=global routing (5_1_grt)
first_error_message=[ERROR GRT-0116] Global routing finished with congestion. Check the congestion regions in the DRC Viewer.
status=aborted with a tool error

-- synth_stat cells, drive strengths merged, types with 63 or more instances --
library cell  instances
edfxtp             2417
nor2                692
a22oi               479
nand2               459
a21oi               358
o21ai               315
a221oi              295
a22o                275
clkbuf              250
and2                204
nand4               174
mux4                148
nand3               145
xnor2               132
nor3                128
inv                 119
ha                  112
buf                 105
nor4                 91
nor2b                90
xor2                 88
o211ai               68
a31oi                66
mux2i                65
fa                   63
-- metrics by stage --
step                       util  total power (uW)  area, um2
after CTS                 0.471              3440     130000
after detailed placement  0.443              1930     122000
after global placement    0.443              1930     122000
after floorplan               -              1920     111000
-- cell families after synthesis --
family / Yosys count
multiplexers: 263
buffers and inverters: 480
AND-OR/OR-AND: 2243
XOR/XNOR: 220
AND/OR/NAND/NOR: 2177
flip-flops: 2417
adder cells (fa/ha/maj): 206
-- metal layers --
layer	GRT usage	overflow
met5	0.348	2
met4	0.550	25
met3	0.554	16
met2	0.774	34
met1	0.630	31
Power is estimated from default activity; no workload was simulated.
